==> flow/config.mk <==
export PLATFORM = sky130hd
export DESIGN_NAME = wb_regs
export DESIGN_NICKNAME = wb_regs
export VERILOG_FILES = /design/flow/design.v
export SDC_FILE = /design/flow/constraint.sdc
export NUM_CORES = 4
export LEC_CHECK = 1
export CORE_AREA = 10 10 81 81
export DIE_AREA = 0 0 91 91
export SYNTH_HDL_FRONTEND = slang
==> flow/constraint.sdc <==
current_design wb_regs

set clk_period 1.2
set clk_io_pct 0.2

create_clock -name clk0 -period $clk_period [get_ports {i_clk}]

set non_clock_inputs [all_inputs -no_clocks]
set_input_delay [expr $clk_period * $clk_io_pct] -clock clk0 $non_clock_inputs
set_output_delay [expr $clk_period * $clk_io_pct] -clock clk0 [all_outputs]
==> flow/design.v <==
`default_nettype none
module wb_regs
    #
    (
        parameter int G_WORD_WIDTH = 8
    )
    (
        input logic i_clk,
        input logic i_rst,
        input logic i_we,
        input logic i_stb,
        input logic i_addr,
        input logic [G_WORD_WIDTH - 1 : 0] i_data,
        output logic [G_WORD_WIDTH - 1 : 0] o_data,
        output logic o_ack,
        input logic [G_WORD_WIDTH - 1 : 0] i_uart_rd_data,
        output logic o_tx_en,
        output logic [G_WORD_WIDTH - 1 : 0] o_tx_reg,
        output logic o_data_valid
    );
    logic [G_WORD_WIDTH -1 : 0] w_tx_reg;
    logic f_is_data_to_tx;
    assign f_is_data_to_tx = (i_we && i_stb && i_addr == 0) ? 1'b1 : 1'b0;
    always_ff @(posedge i_clk) begin : manage_inf_regs
        if(i_rst) begin
            w_tx_reg <= 0;
            o_ack <= 1'b0;
            o_tx_en <= 1'b0;
            o_data_valid <= 1'b0;
        end else begin
            o_ack <= i_stb;
            o_tx_en <= 1'b0;
            o_data_valid <= 1'b0;
            if (i_we && i_stb && i_addr == 0) begin
                w_tx_reg <= i_data;
                o_tx_en <= 1'b1;
            end else if (!i_we && i_stb && i_addr == 1)
                o_data <= i_uart_rd_data;
                o_data_valid <= 1'b1;
        end
    end
    assign o_tx_reg = w_tx_reg;
endmodule : wb_regs
==> flow/run.sh <==
#!/bin/bash
# OpenROAD 26Q1-2900-gdf79404cd8, Yosys 0.63+post, stock flow scripts
make -C /OpenROAD-flow-scripts/flow DESIGN_CONFIG=/design/flow/config.mk WORK_HOME=/design/flow/orfs finish
==> git commit body <==
Add synthesis and place-and-route results

- Count of TritonRoute iterations in the first routing pass: 2
* Number of design-rule violations left by the first detailed-router iteration: 16
- In the final report, the number of hold violations comes to 0.
* Largest delay share family, worst path: buffers and inverters
- Result of the run: finished, final reports clean
* Die area: 8280 um^2
* Final sum of negative setup slack: 0 ps
- Power spread over the standard cell area amounts to 1040 nW/um^2.
- Clock tree root buffer cell: sky130_fd_sc_hd__clkbuf_8
- Looking at the max-slew report, the worst-margin pin has a slew of 229 ps.
* Setup violators final: 0
- Post-synthesis cell count: 50
- Total GRT Usage: 3.98%
- The startpoint identified for the worst hold timing path is o_tx_reg[4]$_SDFFE_PP0P_.
- Count of unresolved DRC violations after routing: 0
- Achievable frequency: 904 MHz
- STA classifies the critical path startpoint as a primary input.
- First-pass GRT wire length: 2.69 mm
- In the Yosys report, the sequential cells make up 65.9% of the chip area.
- Counting I/O delays and the setup requirement, the final critical path takes 1110 ps.
- The later pin in the worst-skew pair is clocked with a latency of 250 ps.
- Count of nets left with antenna violations after detail routing: 0
- Max-slew headroom at the worst pin: 84.7%
- CTS H-tree depth: 1
* Max Cap Viol: 0
- After detailed routing, the average wire length per cell comes to 10.8 um.
* Arrival time of the worst setup path: 1280 ps
- Among all stages on the critical path, the largest delay is contributed by sky130_fd_sc_hd__clkdlybuf4s50_1.
* Reg-to-reg critical path startpoint: o_tx_reg[3]$_SDFFE_PP0P_
- Netlist area before placement: 698 um^2
- Deepest clock path buffer count: 2
- # rows: 25
- Count of buffers inserted at the top-level ports: 39
- Reg-to-reg slack, setup: 540 ps
- Worst Path Buf+Inv: 2
* Total of flip-flops plus latches after synthesis: 19
- The leakage power in the latest report is 0.505 nW.
- Setup repair after global routing missed its margin: false
* Fraction of final layout cells with drive strength greater than 1: 18.9%
- Setup Slack @ Placement: -388 ps
- Count of instantiated cells in the yosys netlist: 50
- OpenROAD emitted warnings numbering 25.
- The final max-slew violation count recorded for this run is 0.
* Total half-perimeter wirelength after legalization and detailed placement: 1.48 mm
- For this configuration, the core starts out at a cell density of 14.5%.
- The worst hold path belongs to the class flop to flop.
* Total CTS buffers: 3
- The worst-case IR drop observed on VDD is 0.551 mV.
- The timing report gives the biggest stage delay along the critical path as 440 ps.
* Final estimated routing congestion in global placement: 0.734
- Launching instance or port of the critical path: i_addr
- Clock transition at the register clock pins on the worst setup and hold paths after CTS: 70 ps
- According to the I/O placement log, the pin count is 40.
- Die outline width: 91 um
- TritonCTS built the clock tree.
* Maximum number of pins on one net before global-route repair: 15
- The critical path endpoint has a required time of 1380 ps.
- STA classifies the critical path endpoint as a flop.
* ANT cells: 0
- Vias: 498
* Critical path class: primary input to flop
- Setup ws final: 94.0 ps
- Total wirelength of the detailed-routed design: 1.75 mm
- Portion of the clock cycle consumed by the worst path in the final layout: 92.2%
- Global routing finished with a remaining overflow of 0.
* Count of filler cells inserted in the layout: 510
- Chip area estimate from yosys synthesis: 698 um^2
- The number of global-route vias before repair was 561.
- Across the routed clock network, the largest skew measured is 0 ps.
- The initial antenna violation count came to 0.
- Cell Type Count: 10
- Clock sink count: 19
* Chain of cells forming the critical path: clkdlybuf4s50_1 -> and3b_1 -> buf_12 -> mux2i_1
* Height of the die: 91 um
* Post-synthesis area per instance: 14.0 um^2
- Total number of yosys warnings: 0
- Dividing the detail-routed via count by the number of cells gives 3.07.
* Largest fanout of any net on the critical path: 8
- Area growth from synthesis to final layout: 76.5%
- The total area inside the core boundary comes to 4820 um^2.
[cell usage after synthesis]
library cell / instances / area share [%]
sky130_fd_sc_hd__and3b_1: 1 / 1.3
sky130_fd_sc_hd__and3b_2: 2 / 2.9
sky130_fd_sc_hd__buf_4: 1 / 1.1
sky130_fd_sc_hd__buf_6: 1 / 1.6
sky130_fd_sc_hd__dfxtp_1: 11 / 32
sky130_fd_sc_hd__edfxtp_1: 8 / 34
sky130_fd_sc_hd__inv_1: 1 / 0.54
sky130_fd_sc_hd__mux2i_1: 8 / 11
sky130_fd_sc_hd__nand2b_1: 16 / 14
sky130_fd_sc_hd__nor2b_1: 1 / 0.90
[power breakdown]
part           internal (mW)  switching, mW  total, mW  leakage (nW)
Combinational          0.108         0.0385      0.146         0.316
Clock                  0.235          0.195      0.430        0.0228
Sequential             0.697        0.00662      0.704         0.166
Total                   1.04          0.240       1.28         0.505
[path summary, 6_finish.rpt]
| path | endpoint | cells past startpoint |
|---|---|---|
| setup reg to reg | o_tx_reg[3]$_SDFFE_PP0P_ | 3 |
| setup / recovery | o_tx_reg[6]$_SDFFE_PP0P_ | 4 |
| hold / removal | o_tx_reg[4]$_SDFFE_PP0P_ | 2 |
| hold reg to reg | o_tx_reg[4]$_SDFFE_PP0P_ | 2 |
[placed cells by master (no fill, tap or decap), drive strengths merged]
master	Yosys	layout
clkdlybuf4s50	0	18
dfxtp	11	11
mux2i	8	8
nor2b	1	1
dlygate4sd2	0	21
inv	1	1
buf	2	4
nand2b	16	16
clkbuf	0	4
and3b	3	3
edfxtp	8	8
[kinds of logic after synthesis]
| kind of cell | synth area share (%) |
|---|---|
| mux | 11.5 |
| simple gates | 19.4 |
| buf+inv | 3.23 |
| flops | 65.9 |
[routing by layer]
layer	up-vias	global-route usage, %	share of wire (%)
met5	-	0	0
met4	0	0.131	0
met3	0	2.41	11
met2	28	5.97	41
met1	215	5.11	47
li1	255	-	-
[layout make-up]
class | instances | area (um^2) | share of cell area [%]
sequential | 19 | 470 | 38.2
timing repair buffer | 43 | 407 | 33.0
multi-input combinational | 28 | 223 | 18.1
tap | 67 | 83.8 | 6.80
clock buffer | 4 | 45.0 | 3.65
inverter | 1 | 3.75 | 0.305
[tightest hold or removal path, stage by stage, from the launching register on]
cell,delay (ps)
sky130_fd_sc_hd__dfxtp_2,320
sky130_fd_sc_hd__nand2b_1,60
sky130_fd_sc_hd__mux2i_1,50
[repair_timing]
item,4_1_cts,5_1_grt
resized,31,0
hold buffers,0,0
endpoints found under the setup margin,27,0
setup buffers,2,0
[through the flow]
step / instances / instance area, um^2 / total power [mW] / utilization, % / hold slack (ps)
finish: 162 / 1230 / 1.28 / 25.6 / 468
floorplan: 50 / 698 / 0.753 / - / 327
global placement: 156 / 1180 / 0.874 / 24.5 / 459
global route: 162 / 1230 / 1.34 / 25.6 / 482
detailed placement: 156 / 1180 / 0.877 / 24.5 / 464
CTS: 162 / 1230 / 1.31 / 25.6 / 474
Power figures rest on the tool's default switching activity, not on a simulated workload.
